`design/flow/config.mk`:
```
export PLATFORM = sky130hd
export DESIGN_NAME = WR_PTR
export DESIGN_NICKNAME = WR_PTR
export VERILOG_FILES = /design/flow/design.v
export SDC_FILE = /design/flow/constraint.sdc
export NUM_CORES = 4
export LEC_CHECK = 1
export CORE_AREA = 10 10 70 70
export DIE_AREA = 0 0 80 80
```
`design/flow/constraint.sdc`:
```
current_design WR_PTR

set clk_period 3.2
set clk_io_pct 0.2

create_clock -name clk0 -period $clk_period [get_ports {WCLK}]

set non_clock_inputs [all_inputs -no_clocks]
set_input_delay [expr $clk_period * $clk_io_pct] -clock clk0 $non_clock_inputs
set_output_delay [expr $clk_period * $clk_io_pct] -clock clk0 [all_outputs]
```
`design/flow/design.v`:
```
`timescale 1ps/1ps
module WR_PTR(WINC,WCLK,WRST_n,WQ2_RPTR,WPTR,WADDR,WFULL);
	parameter ADDR_SIZE=4;	
	input WINC,WCLK,WRST_n;
	input [ADDR_SIZE:0] WQ2_RPTR;
	output reg [ADDR_SIZE:0]WPTR;
	output [ADDR_SIZE-1:0] WADDR;		
	output reg WFULL;
	reg [ADDR_SIZE:0] WR_BIN;
	wire [ADDR_SIZE:0] WR_GRAYNEXT, WR_BINNEXT;
	always @(posedge WCLK or negedge WRST_n) begin
		if(!WRST_n) begin
			WR_BIN<=0;
			WPTR <=0;
		end
		else begin
			WR_BIN<=WR_BINNEXT;
			WPTR <=WR_GRAYNEXT;
		end
	end	
	assign WADDR=WR_BIN[ADDR_SIZE-1:0];
	assign WR_BINNEXT=WR_BIN+(WINC&~WFULL);
	assign WR_GRAYNEXT=(WR_BINNEXT>>1)^WR_BINNEXT;
	assign isWFULL=((WR_GRAYNEXT[ADDR_SIZE]!=WQ2_RPTR[ADDR_SIZE])&&
					  (WR_GRAYNEXT[ADDR_SIZE-1]!=WQ2_RPTR[ADDR_SIZE-1])&&
					  (WR_GRAYNEXT[ADDR_SIZE-2:0]==WQ2_RPTR[ADDR_SIZE-2:0]));
	always @(posedge WCLK or negedge WRST_n)
		if (!WRST_n) WFULL<=1'b0;
		else WFULL<=isWFULL;
endmodule
```
`design/flow/run.sh`:
```
#!/bin/bash
# OpenROAD 26Q1-2900-gdf79404cd8, Yosys 0.63+post, stock flow scripts
make -C /OpenROAD-flow-scripts/flow DESIGN_CONFIG=/design/flow/config.mk WORK_HOME=/design/flow/orfs finish
```
==> results_dict.tcl <==
# implementation run metrics
set metrics [dict create \
    initCoreUtil_pct 14.07 \
    skew_ps 9.572 \
    dp_hpwl_um 890.5 \
    yosys-stat-area_um2 480.5 \
    clockRootBuffer "clkbuf_4" \
    wl_per_cell_um 10.18 \
    pre_cts_slack_ps 405.4 \
    viasPerCell 3.048 \
    leakage_nw 0.3093 \
    min_from "WR_BIN[0]$_DFF_PN0_" \
    post_cts_buffers 0 \
    postCtsHoldBufs 0 \
    ys.warnings.count 2 \
    r2r-start "WFULL$_DFF_PN0_" \
    path_cells "clkdlybuf4s50_1, nor2b_1, ha_1, ha_1, xor2_2, xor2_1, or3_1, a221oi_2" \
    end_kind "register" \
    reg2reg_depth 7 \
    tns_ps 0 \
    setup_violations 0 \
    grt_max_degree 11 \
    synth_cell_types 12 \
    numCtsBuffers 3 \
    fin_cells 104 \
    worstMarginPinSlew_ps 441.0 \
    num_io_pins 18 \
    dieHeight_um 80 \
    num_vias 317 \
    numSynthFlops 10 \
    clk_latency_ps 270 \
    cp_top_family "simple AND/OR/NAND/NOR gates" \
    avgSynthCellArea_um2 12.99 \
    cp_slowest_cell "clkdlybuf4s50_1" \
    htreeDepth 1 \
    cp_num_buf_inv 1 \
    slew_headroom_pct 70.51 \
    chip_area_um2 6400 \
    critPathMostFrequentCell "ha_1" \
    cts_sinks 10 \
    slew_violations 0 \
    grt_overflow 0 \
    grt_antenna_before_repair 0 \
    final_util_pct 21.79 \
    io_buffers 17 \
    peakVddDrop_uv 323.8 \
    grt_pass1_wl_um 1669 \
    postSynthCellCount 37 \
    n_antenna_cell 0 \
    powerDensity_nw_per_um2 986.1 \
    holdPathEnd "WR_BIN[0]$_DFF_PN0_" \
    total_power_uw 734.1 \
    slowest_delay_ps 440 \
    first_pass_iters 3 \
    fin_area_um2 744.5 \
    dpl-instance-area_um2 708.2 \
    cts.repair.resized 0 \
    die_w_um 80 \
    clk_pin_slew_ps 70 \
    cp.required_ps 3370 \
    area_delta_synth_final_pct 54.95 \
    grt_pass1_vias 338 \
    core_um2 3416 \
    drive_gt1_share_pct 12.07 \
    hold_viol_final 0 \
    post-route-period-util_pct 78.51 \
    gp_congestion 0.7925 \
    status "completed" \
    drt_wl_total_um 1059 \
    ys_cells 37 \
    synthesis.area_um2 480.5 \
    fin_ws_ps 687.7 \
    cts_tree "yes" \
    crit_type "input port to register" \
    rsz0062_at_grt "false" \
    grtUsageTotal_pct 3.485 \
    critical_path_arrival_ps 2690 \
    r2r-end "WFULL$_DFF_PN0_" \
    whs_path_depth 1 \
    num_rows 21 \
    ant_nets 0 \
    regToRegSetupSlack_ps 1120 \
    path_depth 8 \
    cts.path.max_buffers 2 \
    dp.cells 100 \
    maxCapViolCount 0 \
    whs_ps 599.9 \
    first_iter_violations 20 \
    synth_seq_share_pct 52.08 \
    hold_class "register to register" \
    fill_cells 382 \
    period_needed_ps 2512 \
    cp-start-kind "input port" \
    drcViolationCount 0 \
    cp_max_fo 4 \
    warnings 25 \
    timing.fmax_mhz 398.0 \
]
==> worst reg2reg max path: stages (launching register included) <==
cell	delay [ps]
dfrtp_1	390
nor2b_1	110
ha_1	200
ha_1	270
xor2_2	280
xor2_1	120
or3_1	370
a221oi_2	250
==> layer usage <==
metal,routed length [um],track usage [%],share of wire (%),up-vias
li1,-,-,-,166
met1,489,4.586,46,135
met2,362,4.093,34,16
met3,208,3.523,20,0
met4,0,0,0,0
met5,0,0,0,-
==> synth_stat cells <==
| master | count | share of area (%) |
|---|---|---|
| a221oi_2 | 1 | 3.1 |
| or3_1 | 2 | 2.6 |
| dfrtp_1 | 10 | 52 |
| nand2_1 | 2 | 1.6 |
| xnor3_2 | 1 | 4.9 |
| ha_1 | 2 | 5.2 |
| xor2_1 | 8 | 15 |
| nor2b_1 | 1 | 1.3 |
| inv_1 | 2 | 1.6 |
| xnor2_1 | 3 | 5.5 |
| xor2_2 | 1 | 3.4 |
| nand3_1 | 4 | 4.2 |
==> cell usage in the layout, fill, tap and decap left out, drive strengths merged <==
cell type / count
clkdlybuf4s50: 17
dfrtp: 10
xor2: 9
nand3: 4
clkbuf: 4
xnor2: 3
inv: 2
or3: 2
nand2: 2
ha: 2
nor2b: 1
xnor3: 1
a221oi: 1
==> where the power goes <==
group | internal (mW) | switching (mW) | total [mW]
clock | 0.0690 | 0.0429 | 0.112
combinational | 0.232 | 0.149 | 0.381
sequential | 0.194 | 0.0469 | 0.241
total | 0.495 | 0.239 | 0.734
==> worst max-delay path by stage <==
stage	from	to
after CTS	WINC	WFULL$_DFF_PN0_
final	WINC	WFULL$_DFF_PN0_
after global routing	WINC	WFULL$_DFF_PN0_
==> flip-flops by register name (all words and copies together) (netlist names) <==
signal	count
WR_BIN	4
WPTR	5
WFULL	1
==> cell type report <==
type                       count  area, um2  area share, %
timing repair buffer          17      170.2          22.86
multi-input combinational     25      222.7          29.92
tap                           46      57.56          7.731
sequential                    10      250.2          33.61
inverter                       2      7.507          1.008
clock buffer                   4      36.28          4.874
==> kinds of logic after synthesis <==
kind of cell	share of synthesized area [%]
xor+xnor	28.39
flops	52.08
fa+ha+maj	5.208
buf+inv	1.563
simple gates	9.637
compound gates	3.124
Power and IR drop assume default switching activity.
