$ cat flow/run.sh
#!/bin/bash
# OpenROAD 26Q1-2900-gdf79404cd8, Yosys 0.63+post, stock flow scripts
make -C /OpenROAD-flow-scripts/flow DESIGN_CONFIG=/design/flow/config.mk WORK_HOME=/design/flow/orfs finish
$ cat flow/config.mk
export PLATFORM = sky130hd
export DESIGN_NAME = RD_PTR
export DESIGN_NICKNAME = RD_PTR
export VERILOG_FILES = /design/flow/design.v
export SDC_FILE = /design/flow/constraint.sdc
export NUM_CORES = 4
export LEC_CHECK = 1
export CORE_AREA = 10 10 79 79
export DIE_AREA = 0 0 89 89
$ cat flow/constraint.sdc
current_design RD_PTR

set clk_period 3.7
set clk_io_pct 0.2

create_clock -name clk0 -period $clk_period [get_ports {RCLK}]

set non_clock_inputs [all_inputs -no_clocks]
set_input_delay [expr $clk_period * $clk_io_pct] -clock clk0 $non_clock_inputs
set_output_delay [expr $clk_period * $clk_io_pct] -clock clk0 [all_outputs]
$ cat flow/design.v
`timescale 1ps/1ps
module RD_PTR(RINC,RCLK,RRST_n,RQ2_WPTR,RPTR,RADDR,REMPTY);
	parameter ADDR_SIZE=4;	
	input RINC,RCLK,RRST_n;
	input [ADDR_SIZE:0] RQ2_WPTR;
	output reg [ADDR_SIZE:0] RPTR;
	output [ADDR_SIZE-1:0] RADDR;
	output reg REMPTY;
	reg [ADDR_SIZE:0] RD_BIN;
	wire [ADDR_SIZE:0] RD_GRAYNEXT, RD_BINNEXT;
	always@ (posedge RCLK or negedge RRST_n) begin
		if(!RRST_n) begin
			RD_BIN <=0;
			RPTR <=0;
		end
		else begin
			RD_BIN <=RD_BINNEXT;
			RPTR <=RD_GRAYNEXT;
		end
	end
	assign RADDR=RD_BIN [ADDR_SIZE-1:0];
	assign RD_BINNEXT= RD_BIN+(RINC & ~REMPTY);
	assign RD_GRAYNEXT= (RD_BINNEXT>>1)^RD_BINNEXT;
	assign isREMPTY= (RD_GRAYNEXT==RQ2_WPTR );	
	always @(posedge RCLK or negedge RRST_n)
		if (!RRST_n) REMPTY<=1'b1;
		else REMPTY<=isREMPTY;
endmodule
==> impl_metrics.env <==
# flow metrics
export IMPL_synth_area_um2=557
export IMPL_fin_ws_ns=1.22
export IMPL_synth_to_final_area_change_pct=49.7
export IMPL_pre_cts_slack_ns=0.975
export IMPL_critPathMaxStageDelay_ns=0.45
export IMPL_fp_coreArea_um2=4660
export IMPL_cts_reportedPaths_clkPinSlew_ns=0.05
export IMPL_clock_skew_ns=0.000262
export IMPL_layout_top_cell="sky130_fd_sc_hd__clkdlybuf4s50_1"
export IMPL_n_fill_cell=498
export IMPL_detailed_place_hpwl_um=973
export IMPL_row_count=25
export IMPL_register_area_um2=251
export IMPL_max_fo_critical_path=5
export IMPL_max_freq_mhz=403
export IMPL_synth_seq_area_share_pct=45.2
export IMPL_chipWidth_um=89
export IMPL_design_portCount=18
export IMPL_critical_path_type="input pin to flop"
export IMPL_yosys_area_um2=557
export IMPL_number_of_detailed_routing_iterations_run_before_antenna_repair=2
export IMPL_gr_total_overflow=0
export IMPL_globalRoute_busiestLayer="met1"
export IMPL_static_leakage_power_uw=0.000344
export IMPL_grt_util_all_layers_pct=3.28
export IMPL_worstRegToRegCells=7
export IMPL_cts_hold_fix_buffers=0
export IMPL_antennaDiodeCount=0
export IMPL_crit_chain="clkdlybuf4s50_1 > nor2b_1 > ha_1 > ha_1 > xnor3_1 > nor3_2 > o211ai_2 > a21oi_2"
export IMPL_multi_input_comb_area_um2=282
export IMPL_grt_antenna_before_repair=0
export IMPL_rsz_0062_raised_after_global_routing="false"
export IMPL_gr_usage_met1_pct=4.09
export IMPL_crit_path_end="REMPTY"
export IMPL_rel_slew_slack_pct=69.4
export IMPL_setup_viol_count_final=0
export IMPL_critical_path_slowest_cell="sky130_fd_sc_hd__clkdlybuf4s50_1"
export IMPL_grt_first_pass_wirelength_um=2010
export IMPL_timing_worst_slew_pin_value_ns=0.457
export IMPL_maximum_number_of_pins_on_one_net_before_global_route_repair=11
export IMPL_fin_crit_sh_pct=67.1
export IMPL_ys_cells=45
export IMPL_antenna_violating_nets_post_route=0
export IMPL_most_frequent_cell_on_critical_path="sky130_fd_sc_hd__ha_1"
export IMPL_cts_buffer_depth=2
export IMPL_cts_tree="built"
export IMPL_vias_per_cell=3.16
export IMPL_worstReg2RegStart="REMPTY"
export IMPL_most_common_layout_cells="sky130_fd_sc_hd__clkdlybuf4s50_1 (17), sky130_fd_sc_hd__dfrtp_1 (9), sky130_fd_sc_hd__xnor2_1 (7), sky130_fd_sc_hd__xor2_1 (5), sky130_fd_sc_hd__clkbuf_8 (4)"
export IMPL_report_final_slew_viol_count=0
export IMPL_postSynthCellCount=45
export IMPL_cts_setup_buffers=0
export IMPL_die_y_um=89
export IMPL_detailedRoute_firstIterationViolations=9
export IMPL_detail_route_wirelength_um=1240
export IMPL_worst_setup_path_end_kind="flop"
export IMPL_drc_violations_left=0
export IMPL_floorplan_initialDensity_pct=11.9
export IMPL_tally_of_openroad_warnings=25
export IMPL_via_count=373
export IMPL_netlist_cell_type_count=21
export IMPL_synthesized_area_per_cell_um2=12.4
export IMPL_ys_seq_elements=10
export IMPL_p_per_area_nw_per_um2=897
export IMPL_cts_buffers=3
export IMPL_r2r_end="REMPTY"
export IMPL_final_estimated_routing_congestion_in_global_placement=0.727
export IMPL_clock_tree_root_cell="sky130_fd_sc_hd__clkbuf_8"
export IMPL_worst_ep_arrival_time_ns=2.65
export IMPL_port_buffer_count=17
export IMPL_irDropWorstVdd_mv=0.221
export IMPL_clock_latency_late_pin_ns=0.23
export IMPL_global_route_usage_met3_pct=3.21
export IMPL_holdCritPathClass="flop to flop"
export IMPL_timing_critical_path_required_ns=3.87
export IMPL_die_area_um2=7920
export IMPL_outcome="complete, no violations"
export IMPL_final_layout_size_suffix_gt1_share_pct=14.1
export IMPL_cp_startpoint="RINC"
export IMPL_numClockSinks=10
export IMPL_cts_resized=0
export IMPL_route_detailed_wl_per_inst_um=10.5
export IMPL_start_kind="input pin"
export IMPL_layout_min_cycle_time_ns=2.48
export IMPL_synth_warning_count=2
export IMPL_finalHoldViolations=0
export IMPL_setup_total_negative_slack_ns=0
export IMPL_cts_htree_levels=1
export IMPL_grt_pass1_vias=420
export IMPL_drv_max_cap_violation_count=0
export IMPL_grtUsageMet2_pct=4.06
export IMPL_regToRegSetupSlack_ns=1.77
power by group:
group,total [uW],internal [uW],switching [uW]
Sequential,224,171,53.1
Combinational,391,241,150
Clock,132,93.2,39.2
Total,747,505,242
routing by layer:
metal  vias up  wire length [um]
li1        187                 -
met1       169               562
met2        17               434
met3         0               244
met4         0                 0
met5         -                 0
how the worst min path moves through the flow:
| stage | startpoint | end | slack, ns | depth (start not counted) |
|---|---|---|---|---|
| finish | RPTR[4] | RPTR[3] | 0.59 | 1 |
| global route | RPTR[4] | RPTR[3] | 0.63 | 1 |
| CTS | RPTR[4] | RPTR[3] | 0.59 | 1 |
logic make-up after synthesis:
group | share of synthesized area [%]
xor+xnor | 27.0
simple gates | 10.3
flops | 45.2
compound gates | 8.76
buf+inv | 4.27
fa+ha+maj | 4.49
stage by stage:
stage | instances | power, uW | util, % | instance area [um^2] | hold slack (ns)
global route | 118 | 819 | 17.9 | 833 | 0.633
floorplan | 45 | 470 | - | 557 | 0.444
global placement | 114 | 614 | 16.7 | 778 | 0.565
CTS | 118 | 761 | 17.9 | 833 | 0.595
detailed placement | 114 | 619 | 16.7 | 778 | 0.582
finish | 118 | 747 | 17.9 | 833 | 0.591
critical path: cells and delay by family:
family	cells	cell delay, ns
XOR/XNOR	1	0.38
AND-OR/OR-AND	2	0.22
AND/OR/NAND/NOR	2	0.32
buffers and inverters	1	0.45
adder cells (fa/ha/maj)	2	0.54
cells in the mapped netlist, drive strengths merged:
cell	number	share of area (%)
a21boi	1	2.0
and3	1	1.1
nand3	3	2.7
o211ai	1	2.2
xnor2	7	11
buf	2	2.9
ha	2	4.5
dfstp	1	4.7
a2bb2oi	1	1.6
and2	1	1.1
nand2	2	1.3
xnor3	2	8.1
nand2b	1	1.1
nor2b	1	1.1
inv	2	1.3
nor3	1	1.8
a21oi	1	1.6
dfrtp	9	40
xor2	5	7.9
a21o	1	1.3
state kept, by name, summed over array words and instances, names as in the netlist:
signal and cells:
RD_BIN 4, REMPTY 1, RPTR 5
final cells by class:
type                            count  area share (%)
Multi-Input combinational cell     31            33.8
Sequential cell                    10            30.2
Timing Repair Buffer               17            20.4
Tap cell                           54            8.11
Clock buffer                        4            6.61
Inverter                            2           0.901
No activity file was given, so power comes from the tool's default toggle rates.
