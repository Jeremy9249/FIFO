==> flow/design.v <==
`timescale 1ps/1ps
module DUAL_RAM(WADDR,RADDR,WCLKEN,WCLK,WFULL,WDATA,RDATA);
	parameter DATA_SIZE=16, ADDR_SIZE=4;
	input [DATA_SIZE-1:0] WDATA;
	input [ADDR_SIZE-1:0] WADDR,RADDR;
	input WCLKEN,WCLK,WFULL; 
	output [DATA_SIZE-1:0] RDATA;
	reg [DATA_SIZE-1:0] RAM[0:2**ADDR_SIZE-1];
    assign RDATA=RAM[RADDR];
	always @(posedge WCLK)
		if(WCLKEN&!WFULL)
			RAM[WADDR]<=WDATA;  
endmodule
==> flow/run.sh <==
#!/bin/bash
# OpenROAD 26Q1-2900-gdf79404cd8, Yosys 0.63+post, stock flow scripts
make -C /OpenROAD-flow-scripts/flow DESIGN_CONFIG=/design/flow/config.mk WORK_HOME=/design/flow/orfs finish
==> flow/config.mk <==
export PLATFORM = sky130hd
export DESIGN_NAME = DUAL_RAM
export DESIGN_NICKNAME = DUAL_RAM
export VERILOG_FILES = /design/flow/design.v
export SDC_FILE = /design/flow/constraint.sdc
export NUM_CORES = 4
export LEC_CHECK = 1
export CORE_UTILIZATION = 40
==> flow/constraint.sdc <==
current_design DUAL_RAM

set clk_period 4.1
set clk_io_pct 0.2

create_clock -name clk0 -period $clk_period [get_ports {WCLK}]

set non_clock_inputs [all_inputs -no_clocks]
set_input_delay [expr $clk_period * $clk_io_pct] -clock clk0 $non_clock_inputs
set_output_delay [expr $clk_period * $clk_io_pct] -clock clk0 [all_outputs]
==> results.tsv <==
stage	metric	value	unit
synth	ys_types	18	
cells_and_area	fillers	1929	
synth	synth_cells	417	
global_route	antenna_found_initial	0	
die	core_util_floorplan	0.411	
timing	fin_crit	3.55	ns
pwr	clkPwrFrac	0.415	
global_route	grt_max_degree	65	
cts	post_cts_buffers	0	
critical_path	critPathMaxFanout	22	
synth	ys_cells	417	
place	numPortBuffers	42	
critical_path	crit_required	3.28	ns
place	dp_hpwl	10.5	mm
pwr	power.share.sequential	0.534	
place	gp_congestion	0.768	
die	chipArea	25000	sq um
place	place_area	10700	sq um
die	die_h	158	um
cts	clockBufferDepth	3	
critical_path	arrival	2.73	ns
global_route	grt_pass1_vias	4946	
synth	yosysWarnings	1	
pwr	power.internal	4.39	mW
cts	tritoncts	yes	
die	pin_count	43	
cts	ctsHoldBuffers	0	
cts	htreeDepth	1	
job	max-cap-violations	0	
timing	fmax	282	MHz
timing	tns	0	ns
pwr	swShare	0.197	
synth	synth.avg_cell_area	23.3	sq um
min_path	worstHoldPathType	input port to register	
pwr	power.density	474	nW/um^2
critical_path	end_kind	output port	
timing	finalClockPeriodUsage	0.866	
die	coreArea	23700	sq um
job	tool_warnings	25	
drt	dr_total_vias	4548	
cts	clock-root-buffer	clkbuf_16	
global_route	grt.overflow.total	0	
drt	vias_per_cell	5.49	
pwr	p_leak	3.63	nW
timing	drv_slew	0	
timing	relSlewSlack	0.659	
cells_and_area	final_common_cell	edfxtp_1	
timing	hold_viol_final	0	
synth	postSynthSeqShare	0.790	
pwr	combinationalPowerShare	0.051	
cells_and_area	top_regs	RAM x256	
cts	cts_sinks	256	
timing	setup_ws	0.549	ns
cts	path_clk_slew	0.06	ns
die	num_rows	56	
timing	rsz0062_at_grt	false	
cells_and_area	top_register	RAM	
synth	ys_area	9730	sq um
synth	syn_area	9730	sq um
pwr	switching_power	1.07	mW
drt	drc_errors	0	
synth	ys_seq_elements	256	
timing	worstMarginPinSlew	0.510	ns
cells_and_area	largest_reg_flops	256	
min_path	holdPathStages	1	
drt	wl_per_cell	24.2	um
global_route	grtUsageTotal	0.188	
critical_path	critical_path_class	input port to output port	
die	die-width	158	um
global_route	grt_pass1_wl	29.7	mm
drt	ant_nets	0	
cells_and_area	area_growth	18.5	%
timing	finalSetupViolations	0	
status	status	complete, no violations	
cts	numCtsBuffers	26	
drt	drt-pass1-iter-count	4	
critical_path	startpoint_type	input port	
pwr	ir_drop	0.000310	V
place	dp_slack	0.524	ns
cells_and_area	drive_above_1_share	0.261	
cells_and_area	lay_top_cells	edfxtp_1 (256), mux4_2 (54), clkdlybuf4s50_1 (40), a22oi_1 (32), clkbuf_16 (26)	
cells_and_area	stdcell_area	11500	sq um
drt	finalWirelength	20.1	mm
drt	drt_iter0_markers	213	
cts	post_cts_resized	0	
==> kinds of logic (layout without fill, tap and decap cells) <==
logic type / Yosys count / count (layout) / share of synthesized area
AOI/OAI and AO/OA: 32 / 32 / 0.0247
buffers and inverters: 21 / 113 / 0.0127
DFF: 256 / 256 / 0.790
muxes: 64 / 64 / 0.152
other: 0 / 1 / 0
and+or+nand+nor: 44 / 44 / 0.0207
==> path summary, 6_finish.rpt <==
path	startpoint	slack, ns	end
max	RADDR[0]	0.55	RDATA[0]
min	WDATA[12]	1.19	RAM[9][12]
==> worst max-delay path, stage by stage <==
cell	delay, ns
buf_4	0.31
buf_12	0.27
mux4_1	0.58
a22oi_1	0.21
nand2_1	0.11
clkdlybuf4s50_1	0.42
==> power groups by stage <==
stage	clock network [mW]	logic [mW]	registers, mW
finish	2.27	0.276	2.92
global route	2.42	0.302	2.92
CTS	2.31	0.281	2.92
==> final cells by class <==
class,count,area [sq um],share of cell area
multi-input combinational,140,1980,0.171
sequential,256,7690,0.667
clock inverter,19,175,0.0152
clock buffer,27,654,0.0567
timing repair buffer,67,638,0.0553
tap,319,399,0.0346
antenna,1,2.50,0.000217
==> metrics by stage <==
step | instances | power (mW) | util | hold WS, ns
3_5_place_dp | 782 | 3.25 | 0.452 | 1.73
4_1_cts | 828 | 5.51 | 0.487 | 1.17
2_1_floorplan | 417 | 3.11 | - | 0.919
5_1_grt | 828 | 5.64 | 0.487 | 1.23
6_report | 829 | 5.46 | 0.487 | 1.19
3_3_place_gp | 782 | 3.25 | 0.452 | 1.70
==> synth_stat cells, drive strengths merged <==
| master | count | area, sq um |
|---|---|---|
| mux4 | 64 | 1480 |
| nand4b | 1 | 8.76 |
| clkbuf | 8 | 30.0 |
| nor3 | 4 | 20.0 |
| nor2 | 13 | 48.8 |
| nor3b | 1 | 7.51 |
| nand2 | 18 | 67.6 |
| edfxtp | 256 | 7690 |
| buf | 13 | 93.8 |
| a22oi | 32 | 240 |
| nand2b | 3 | 18.8 |
| and2 | 1 | 6.26 |
| nand4bb | 1 | 11.3 |
| nor2b | 2 | 12.5 |
==> per-layer routing <==
metal  GRT usage  vias up  part of all wire
li1            -     1949                 -
met1       0.234     2224              0.34
met2       0.254      341              0.44
met3       0.175       34              0.20
met4      0.0343        0             0.023
met5           0        -                 0
Power and IR drop assume default switching activity.
